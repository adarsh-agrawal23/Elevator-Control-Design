### /design/flow/design.v
module elevator_controller(
    input clk,
    input reset,
    input [2:0] req_floor,      
    input timer_expired,        
    output reg [1:0] motor_dir, 
    output reg door  , 
  output reg [1:0] current_floor
);
    parameter IDLE      = 3'd0,
              MOVE_UP   = 3'd1,
              MOVE_DOWN = 3'd2,
              STOP      = 3'd3,
              DOOR_OPEN = 3'd4,
              WAIT      = 3'd5,
              CHECK     = 3'd6;
    reg [2:0] state, next_state;
    reg [2:0] prev_state;
    reg request_above, request_below;
    reg floor_arrival;
  reg [1:0] next_floor;
    always @(posedge clk or posedge reset) begin
        if (reset) begin
            state <= IDLE;
            prev_state <= IDLE;
        end else begin
            prev_state <= state;
            state <= next_state;
        end
    end
    always @(*) begin
        next_state = state;
      floor_arrival = 0;
      next_floor = current_floor;
        case (state)
            IDLE: begin
              if (floor_arrival) next_state = DOOR_OPEN;
                else if (request_above) next_state = MOVE_UP;
                else if (request_below) next_state = MOVE_DOWN;
            end
            MOVE_UP:    begin
              if(current_floor < 2)
                next_floor = current_floor + 1;
              floor_arrival = req_floor[next_floor];
              next_state = floor_arrival ? STOP : MOVE_UP;
            end
            MOVE_DOWN:  begin
              if(current_floor > 0)
                next_floor = current_floor - 1;
              floor_arrival = req_floor[next_floor];
              next_state = floor_arrival ? STOP : MOVE_DOWN;
            end
            STOP:       next_state = DOOR_OPEN;
            DOOR_OPEN:  next_state = timer_expired ? WAIT : DOOR_OPEN;
            WAIT:       next_state = timer_expired ? CHECK : WAIT;
            CHECK: begin
                if (request_above) next_state = MOVE_UP;
                else if (request_below) next_state = MOVE_DOWN;
                else next_state = IDLE;
            end
        endcase
    end
    always @(*) begin
        case (current_floor)
            2'd0: begin
                request_above = req_floor[1] | req_floor[2];
                request_below = 1'b0;
            end
            2'd1: begin
                request_above = req_floor[2];
                request_below = req_floor[0];
            end
            2'd2: begin
                request_above = 1'b0;
                request_below = req_floor[0] | req_floor[1];
            end
            default: begin
                request_above = 1'b0;
                request_below = 1'b0;
            end
        endcase
    end
  always @(posedge clk or posedge reset) begin
    if (reset) begin
        current_floor <= 2'd0;
    end else if ((state == MOVE_UP) && current_floor < 2) begin
        current_floor <= current_floor + 1;
    end else if ((state == MOVE_DOWN) && current_floor > 0) begin
        current_floor <= current_floor - 1;
    end
end
  always @(*) begin
        case (next_state) 
            IDLE, CHECK: begin
                motor_dir <= 2'b00;
                door <= 1'b0;
            end
            MOVE_UP: begin
                motor_dir <= 2'b01;
                door <= 1'b0;
            end
            MOVE_DOWN: begin
                motor_dir <= 2'b10;
                door <= 1'b0;
            end
            STOP: begin
                motor_dir <= 2'b00;
                door <= 1'b0;
            end
            DOOR_OPEN, WAIT: begin
                motor_dir <= 2'b00;
                door <= 1'b1;
            end
            default: begin 
                motor_dir <= 2'b00;
                door <= 1'b0;
            end
        endcase
    end
endmodule
### /design/flow/run.sh
#!/bin/bash
# OpenROAD 26Q1-2900-gdf79404cd8, Yosys 0.63+post, stock flow scripts
make -C /OpenROAD-flow-scripts/flow DESIGN_CONFIG=/design/flow/config.mk WORK_HOME=/design/flow/orfs finish
### /design/flow/config.mk
export PLATFORM = sky130hd
export DESIGN_NAME = elevator_controller
export DESIGN_NICKNAME = elevator_controller
export VERILOG_FILES = /design/flow/design.v
export SDC_FILE = /design/flow/constraint.sdc
export NUM_CORES = 4
export LEC_CHECK = 1
export CORE_AREA = 10 10 71 71
export DIE_AREA = 0 0 81 81
### /design/flow/constraint.sdc
current_design elevator_controller

set clk_period 2.7
set clk_io_pct 0.2

create_clock -name clk0 -period $clk_period [get_ports {clk}]

set non_clock_inputs [all_inputs -no_clocks]
set_input_delay [expr $clk_period * $clk_io_pct] -clock clk0 $non_clock_inputs
set_output_delay [expr $clk_period * $clk_io_pct] -clock clk0 [all_outputs]
==> changes_impl.md <==
## Flow update

- Antenna violations before repair: 0
- Insertion Delay late pin: 230 ps
- TritonRoute pass-1 iters: 2
- Dominant cell by count in the synthesized netlist: sky130_fd_sc_hd__dfrtp_1
- Max VDD drop: 0.000314 V
- Synthesized area per cell: between 9 and 10 µm²
- Static power due to leakage: 0.439 nW
- Number of levels the H-tree was split into: 1
- Outcome: completed
- Final worst-path cycle share: just under 100%
- Number of input and output port buffers inserted: 10
- Post-synth cell types: 29
- Via/cell ratio: around 3.8
- Worst min-delay path category: reg2reg
- Period minus WS final: ~2600 ps
- FFs w/ async S/R, synth: 100%
- Clock transition at the registers of the reported paths: about 40 ps
- Clock Root Buffer: sky130_fd_sc_hd__clkbuf_8
- Ratio of total power to cell area: 1210 mW/mm²
- Maximum number of buffers from clock root to sink: 2
- Worst-path maximum fanout: 3
- Top cells by area: sky130_fd_sc_hd__dfrtp_1 35%, sky130_fd_sc_hd__ha_1 11%, sky130_fd_sc_hd__mux2i_1 5.3%
- Measured slew at the worst slew-check pin: 325 ps
- Remaining global-route overflow: 0
- Startpoint Class: register
- Site Rows: 22
- Layout cell share with drive strength beyond 1: 41.9%
- Sequential element share of the synthesized area: 40.0%
- Setup slack after layout: about 97 ps
- Core Area: 0.00363 mm²
- Syn-to-layout area delta: 64.5%
- Worst path bufs/invs: 3
- Final wirelength: 1.35 mm
- Number of DRC violations after detailed-routing iteration 0: 17
- Remaining antenna violation count: 0
- Count of flip-flops with a built-in enable after synthesis: 0
- Clock tree from TritonCTS: yes
- Vias in the first global route: approximately 530
- Arrival time at the worst endpoint: 2060 ps
- Final setup violation count: 0
- Post-synthesis sequential element count: 9
- Critical path endpoint category: primary output
- Cell occurring most often along the worst timing path: sky130_fd_sc_hd__mux2i_1
- DP Worst Slack: -274 ps
- Critical path's largest stage delay: 390 ps
- Highest Clock Rate: 384 MHz
- Relative slew slack: just under 80%
- Cells along the critical path: inv_2 > ha_4 > mux2i_1 > mux2i_1 > a221o_1 > buf_4 > nor3b_2 > clkbuf_2
- Maximum number of pins on one net before global-route repair: 10
- Dominant cell area share: 35.3%
- Post-DR wirelength/cell: roughly 10 µm
- Number of DRC violations after detailed routing: 0
- Kind of critical path: reg2out
- CP max-delay cell: sky130_fd_sc_hd__dfrtp_1
- Vert. Die Dim: between 80 and 90 µm
- TritonCTS buffer count: 3
- Category of cells accounting for the largest share of critical-path delay: flip-flops
- Tool warnings: 30
- Required time of the critical path: 2160 ps
- Number of instances in the synthesized netlist: 57
- Fin. max-slew vios: 0
- Routability congestion estimate from global placement: 0.767
- Number of vias in the routed layout: 509
- Starting density of the core: 15.6%
- Total cells reported by yosys after synthesis: 57
- Wire length of the first global-routing pass: approximately 2.4 mm
- Hold violation total from the final report: 0
- Setup repair after global routing missed its margin: true
- Worst-case hold slack: 468 ps
- Global router's overall resource usage: under 10%
- Post-detailed-placement half-perimeter wirelength: around 1.0 mm
- Top post-synthesis cells by count: 8 x sky130_fd_sc_hd__dfrtp_1, 6 x sky130_fd_sc_hd__inv_1, 6 x sky130_fd_sc_hd__nand2_1, 5 x sky130_fd_sc_hd__ha_1, 5 x sky130_fd_sc_hd__nor2_1
- Most common reg cell: sky130_fd_sc_hd__dfrtp_1
- Total negative slack for setup checks: 0 ps
- Ports placed on the boundary: 11
- # diodes: 0
- Ys Warns: 1
- Cell type contributing the most total cell area after synthesis: sky130_fd_sc_hd__dfrtp_1
- Die Span X: 81 µm
- Final Skew: 0.452 ps
- Number of buffers inserted for hold repair after clock tree synthesis: 0
- Clock sink total: 9
- Chip area line of the yosys report: 567 µm²
- Chip area: 0.00656 mm²
- Max-cap check violation count: 0
- Total standard cell area after synthesis: 567 µm²
what timing repair did:
item / 4_1_cts / 5_1_grt
pin swaps: 9 / 3
buffers inserted: 6 / 1
endpoints found under the setup margin: 3 / 2
resized: 21 / 3
worst reg2reg max path, stage by stage, from the launching register on:
cell	delay (ps)
sky130_fd_sc_hd__dfrtp_1	390
sky130_fd_sc_hd__inv_2	70
sky130_fd_sc_hd__ha_4	280
sky130_fd_sc_hd__mux2i_1	170
sky130_fd_sc_hd__mux2i_1	120
sky130_fd_sc_hd__buf_4	140
sky130_fd_sc_hd__buf_4	120
sky130_fd_sc_hd__a22o_2	250
per-layer routing:
layer | GRT usage, % | vias up | part of all wire, %
met1 | 6.06 | 238 | 50
met3 | 1.34 | 6 | 4.4
met5 | 0 | - | 0
li1 | - | 256 | -
met2 | 6.53 | 9 | 44
met4 | 0.865 | 0 | 2.0
metrics by stage:
| stage | instances | power [mW] | area [µm²] | utilization, % |
|---|---|---|---|---|
| 2_1_floorplan | 57 | 0.545 | 567 | - |
| 3_3_place_gp | 123 | 0.792 | 783 | 21.6 |
| 3_5_place_dp | 123 | 0.802 | 783 | 21.6 |
| 4_1_cts | 133 | 1.12 | 925 | 25.4 |
| 5_1_grt | 134 | 1.22 | 932 | 25.7 |
| 6_report | 134 | 1.13 | 932 | 25.7 |
logic make-up (layout without fill, tap and decap cells):
logic type      count (synthesis)  count (layout)  synth area share, %
simple gates                   20              20                 18.3
fa+ha+maj                       5               5                 11.0
xor+xnor                        1               1                 1.55
buf+inv                         7              36                 5.96
compound gates                 11              11                 15.9
mux                             4               4                 7.28
flops                           9               9                 40.0
cells in the final DEF, fill, tap and decap left out, types with 2 or more instances in the layout:
| cell type | instances |
|---|---|
| sky130_fd_sc_hd__dfrtp_1 | 8 |
| sky130_fd_sc_hd__dlygate4sd2_1 | 5 |
| sky130_fd_sc_hd__buf_6 | 2 |
| sky130_fd_sc_hd__clkdlybuf4s50_1 | 3 |
| sky130_fd_sc_hd__clkbuf_8 | 3 |
| sky130_fd_sc_hd__nor2_1 | 5 |
| sky130_fd_sc_hd__ha_4 | 2 |
| sky130_fd_sc_hd__mux2i_1 | 3 |
| sky130_fd_sc_hd__ha_2 | 2 |
| sky130_fd_sc_hd__inv_2 | 2 |
| sky130_fd_sc_hd__nand2_1 | 6 |
| sky130_fd_sc_hd__buf_4 | 14 |
| sky130_fd_sc_hd__inv_1 | 4 |
worst paths after layout:
path                                       start          endpoint  slack (ps)  cells past startpoint
worst max register to register  current_floor[0]          state[6]        1050                      7
worst min register to register          state[6]          state[1]         470                      1
min in group asynchronous                  reset  current_floor[0]         570                      2
worst min-delay path                    state[6]          state[1]         470                      1
worst max-delay path            current_floor[0]      motor_dir[0]         100                      8
max in group asynchronous                  reset          state[0]        1840                      2
power by group:
part / switching (mW) / leakage, nW / internal (mW) / total (mW)
Sequential: 0.0433 / 0.115 / 0.189 / 0.232
Combinational: 0.288 / 0.301 / 0.450 / 0.738
Clock: 0.0527 / 0.0228 / 0.103 / 0.156
cell type report:
| type | count | area, µm² |
|---|---|---|
| Multi-Input combinational cell | 41 | 362 |
| Sequential cell | 9 | 226 |
| Timing Repair Buffer | 26 | 216 |
| Inverter | 6 | 22.5 |
| Fill cell | 384 | 2700 |
| Tap cell | 48 | 60.1 |
| Clock buffer | 4 | 45.0 |
Power figures rest on the tool's default switching activity, not on a simulated workload.
